File: flow/design.v
`timescale 1ns / 1ps
module beep(
  input clk, e,
  output reg speaker
  );
  reg e;
  reg turnOnBeep = 0;
  reg [22:0] c;
  reg dclk = 0;
  always @(posedge clk)
	begin
	  if(turnOnBeep)
	   begin
		if (dclk == 1)
			dclk <= dclk;
		else	
			dclk <= &c;
		end
	end
  always @(posedge clk)
    begin
	  if(turnOnBeep)
	   begin
		if (dclk==1)
				c <= c;
			else
				c <= c+ 1;
		end
	 end
  reg [16:0] count;
  always @(posedge clk)
    begin
	  if(turnOnBeep)
	   begin
      if(count==56818)
        count<=0;
      else
        count <= count+1;
		end
    end
  always @(posedge clk, posedge e)
    begin
	 if (e) turnOnBeep <= 1;
	  else if(turnOnBeep)
	   begin
      if (dclk == 1)
			begin
				speaker <= 0;
				turnOnBeep <= 0;
			end
		else
			if(count==56818)
				speaker <= ~speaker;
			else
				speaker <= speaker;
		end
    end
endmodule
File: flow/run.sh
#!/bin/bash
# OpenROAD 26Q1-2900-gdf79404cd8, Yosys 0.63+post, stock flow scripts
make -C /OpenROAD-flow-scripts/flow DESIGN_CONFIG=/design/flow/config.mk WORK_HOME=/design/flow/orfs finish
File: flow/config.mk
export PLATFORM = sky130hd
export DESIGN_NAME = beep
export DESIGN_NICKNAME = beep
export VERILOG_FILES = /design/flow/design.v
export SDC_FILE = /design/flow/constraint.sdc
export NUM_CORES = 4
export LEC_CHECK = 1
export CORE_UTILIZATION = 30
export SYNTH_HDL_FRONTEND = slang
File: flow/constraint.sdc
current_design beep

set clk_period 3.5
set clk_io_pct 0.2

create_clock -name clk0 -period $clk_period [get_ports {clk}]

set non_clock_inputs [all_inputs -no_clocks]
set_input_delay [expr $clk_period * $clk_io_pct] -clock clk0 $non_clock_inputs
set_output_delay [expr $clk_period * $clk_io_pct] -clock clk0 [all_outputs]
==> metrics.txt <==
# HELP chip_impl_metric Physical implementation figures
# TYPE chip_impl_metric gauge
chip_impl_metric{name="vias",unit=""} 1226
chip_impl_metric{name="power_per_cell_area",unit="nW/um^2"} 362
chip_impl_metric{name="setup_total_negative_slack",unit="ns"} 0
chip_impl_info{name="yosys-top-cells-area",value="edfxtp_1, xnor2_1, nand3_1"} 1
chip_impl_metric{name="dieArea",unit="sq um"} 7550
chip_impl_metric{name="final_core_util",unit="%"} 34.7
chip_impl_info{name="timing.critical_path.to_type",value="register"} 1
chip_impl_metric{name="drtIter0Drc",unit=""} 40
chip_impl_metric{name="routed_via_density",unit=""} 4.44
chip_impl_metric{name="first_global_vias",unit=""} 1171
chip_impl_metric{name="timing.final.hold_violations",unit=""} 0
chip_impl_metric{name="num-fill-cells",unit=""} 662
chip_impl_metric{name="antenna_cells",unit=""} 0
chip_impl_metric{name="grt_util_met1",unit="%"} 15.4
chip_impl_metric{name="fp_util",unit="%"} 31.5
chip_impl_metric{name="dpl.hpwl",unit="um"} 2020
chip_impl_metric{name="post-route-cell-area",unit="sq um"} 2380
chip_impl_info{name="setup.worst_path.class",value="register to register"} 1
chip_impl_metric{name="pin_count",unit=""} 3
chip_impl_metric{name="met2_usage",unit="%"} 12.9
chip_impl_metric{name="instance_count_of_the_mapped_netlist",unit=""} 170
chip_impl_metric{name="min_period_over_period",unit="%"} 63.5
chip_impl_metric{name="register_area",unit="sq um"} 1290
chip_impl_metric{name="netlist-cell-type-count",unit=""} 27
chip_impl_metric{name="track_usage",unit="%"} 9.08
chip_impl_metric{name="row_count",unit=""} 30
chip_impl_metric{name="port_buffers",unit=""} 2
chip_impl_metric{name="final_layout_size_suffix_gt1_share",unit="%"} 8.89
chip_impl_info{name="cts_root_buf",value="clkbuf_8"} 1
chip_impl_metric{name="placedCellCount",unit=""} 268
chip_impl_metric{name="final_cell_count_no_fill",unit=""} 276
chip_impl_metric{name="ctsResizeCount",unit=""} 0
chip_impl_metric{name="count_of_warning_messages_emitted_by_the_tools",unit=""} 26
chip_impl_metric{name="drt_first_pass_iters",unit=""} 6
chip_impl_metric{name="placement.cell_area",unit="sq um"} 2300
chip_impl_metric{name="routed_wl",unit="um"} 3020
chip_impl_info{name="hold_class",value="register to register"} 1
chip_impl_metric{name="cts_hold_repair.buffers",unit=""} 0
chip_impl_metric{name="cts_buffers",unit=""} 5
chip_impl_metric{name="timing.max_cap.violations",unit=""} 0
chip_impl_info{name="critical_r2r_launch",value="count[0]"} 1
chip_impl_metric{name="yosysCellCount",unit=""} 170
chip_impl_info{name="rsz0062_at_grt",value="false"} 1
chip_impl_info{name="cts_tree",value="done"} 1
chip_impl_metric{name="final-setup-viol-count",unit=""} 0
chip_impl_info{name="worst_setup_path_start_kind",value="register"} 1
chip_impl_metric{name="synth.ff_latch_count",unit=""} 43
chip_impl_info{name="top_area_cell",value="edfxtp_1"} 1
chip_impl_metric{name="design.core.area",unit="sq um"} 6870
chip_impl_metric{name="combGateArea",unit="sq um"} 838
chip_impl_metric{name="clock_skew",unit="ns"} 0.00318
chip_impl_metric{name="cts_setup_buffers",unit=""} 0
chip_impl_metric{name="global_route.overflow_total",unit=""} 0
chip_impl_metric{name="worst_ir_drop_vdd",unit="mV"} 0.172
chip_impl_metric{name="drtAntennaViolNets",unit=""} 0
chip_impl_metric{name="worst_case_clock_buffer_depth",unit=""} 2
chip_impl_metric{name="die_width",unit="um"} 86.9
chip_impl_metric{name="clock.latency.late_pin",unit="ns"} 0.29
chip_impl_metric{name="cp_max_fo",unit=""} 13
chip_impl_metric{name="fp.dieH",unit="um"} 86.9
chip_impl_metric{name="worst_setup_hold_path_clk_slew",unit="ns"} 0.08
chip_impl_info{name="hold_path.startpoint",value="dclk"} 1
chip_impl_info{name="status",value="completed"} 1
chip_impl_metric{name="post_synthesis_average_cell_area",unit="sq um"} 12.7
chip_impl_metric{name="route.detailed.wl_per_inst",unit="um"} 11.0
chip_impl_metric{name="critical_path_arrival",unit="ns"} 2.24
chip_impl_metric{name="yosysWarningCount",unit=""} 0
chip_impl_metric{name="place.gp.congestion",unit=""} 0.764
chip_impl_metric{name="drc",unit=""} 0
chip_impl_metric{name="yosys_area",unit="sq um"} 2160
chip_impl_info{name="critical_path.startpoint",value="count[0]"} 1
chip_impl_metric{name="worst_ep_required_time",unit="ns"} 3.52
chip_impl_metric{name="worst-slew-pin-transition",unit="ns"} 0.688
chip_impl_metric{name="portion_of_the_post_synthesis_area_used_by_sequential_elements",unit="%"} 59.6
chip_impl_metric{name="largest_net_degree_at_the_start_of_global_routing",unit=""} 24
chip_impl_metric{name="max-slew-margin-rel",unit="%"} 53.8
chip_impl_metric{name="minimum_clock_period",unit="ns"} 2.22
chip_impl_metric{name="h-tree-depth",unit=""} 2
chip_impl_metric{name="antenna_found_initial",unit=""} 0
chip_impl_metric{name="power.leakage",unit="nW"} 0.872
chip_impl_info{name="global_route.peak_usage_layer",value="met1"} 1
chip_impl_metric{name="maxSlewViolCount",unit=""} 0
chip_impl_metric{name="numClockSinks",unit=""} 43
chip_impl_metric{name="signed_area_change_from_the_synthesized_netlist_to_the_final_layout",unit="%"} 10.4
chip_impl_metric{name="netlist_area_before_placement",unit="sq um"} 2160
chip_impl_metric{name="first_pass_grt_wire_length",unit="um"} 5250
chip_impl_metric{name="max_freq",unit="MHz"} 450
chip_impl_metric{name="grt_util_met3",unit="%"} 2.21
chip_impl_metric{name="top_area_share",unit="%"} 58.4
report_power, final:
part | total (W) | switching [W] | internal [W]
sequential | 0.000555 | 0 | 0.000555
combinational | 0.00000147 | 0.000000429 | 0.00000104
clock | 0.000305 | 0.000166 | 0.000139
total | 0.000862 | 0.000166 | 0.000696
cell usage after synthesis:
| cell type | n |
|---|---|
| a21oi_1 | 1 |
| a41o_1 | 1 |
| and3_1 | 2 |
| and4_1 | 2 |
| buf_6 | 1 |
| dfstp_2 | 1 |
| edfxtp_1 | 42 |
| ha_1 | 3 |
| inv_1 | 7 |
| mux2i_1 | 1 |
| nand2_1 | 11 |
| nand3_1 | 17 |
| nand4_1 | 7 |
| nand4_2 | 1 |
| nand4_4 | 1 |
| nor2_1 | 22 |
| nor2b_1 | 2 |
| nor3_1 | 4 |
| nor4_1 | 2 |
| nor4_4 | 3 |
| nor4b_1 | 1 |
| nor4b_2 | 1 |
| o211a_1 | 1 |
| o31ai_1 | 1 |
| o41ai_1 | 1 |
| xnor2_1 | 28 |
| xor2_1 | 6 |
cell usage in the layout (no fill, tap or decap):
cell type	instances
edfxtp_1	42
xnor2_1	28
nor2_1	22
nand3_1	17
nand2_1	11
inv_1	7
nand4_1	7
xor2_1	6
clkbuf_8	5
nor3_1	4
nor4_4	3
ha_1	3
and3_1	2
and4_1	2
nor4_1	2
clkdlybuf4s50_1	2
nand4_4	1
nor2b_2	1
nor4b_2	1
nand4_2	1
o211a_1	1
nor2b_1	1
a21oi_1	1
o31ai_1	1
a41o_1	1
o41ai_1	1
mux2i_1	1
nor4b_1	1
clkbuf_1	1
clkinvlp_4	1
clkinv_2	1
buf_4	1
dfstp_2	1
registers in the layout, indices dropped and copies added (netlist names):
register    cells
c              23
count          17
dclk            1
speaker         1
turnOnBeep      1
kinds of logic (layout without fill, tap and decap cells):
group                      count (synthesis)  in the layout  synth area share (%)
xor gates and xnor gates                  34             34                  13.8
muxes                                      1              1                 0.463
DFF                                       43             43                  59.6
adders and majority gates                  3              3                  1.74
AOI/OAI and AO/OA                          5              5                  1.91
buffers and inverters                      8             18                  1.74
and+or+nand+nor                           76             76                  20.8
critical path, stage by stage, from the launching register on:
cell	delay, ns
edfxtp_1	0.45
inv_1	0.09
ha_1	0.13
nor4b_2	0.21
nand4_2	0.17
nor4_4	0.68
o211a_1	0.22
cell type report:
| class | instances | share of cell area (%) |
|---|---|---|
| Sequential cell | 43 | 54.0 |
| Multi-Input combinational cell | 119 | 35.2 |
| Tap cell | 96 | 5.04 |
| Clock buffer | 6 | 3.04 |
| Timing Repair Buffer | 3 | 1.15 |
| Inverter | 7 | 1.10 |
| Clock inverter | 2 | 0.525 |
path summary, 6_finish.rpt:
path | end | slack (ns) | cells past startpoint
setup / recovery | speaker | 1.28 | 6
hold / removal | turnOnBeep | 0.48 | 1
setup reg to reg | speaker | 1.28 | 6
hold reg to reg | turnOnBeep | 0.48 | 1
max in group asynchronous | turnOnBeep | 2.77 | 2
min in group asynchronous | turnOnBeep | 0.71 | 2
metrics by stage:
stage / total power (W) / worst slack (ns) / hold WS, ns
2_1_floorplan: 0.000568 / 1.21 / 0.499
3_3_place_gp: 0.000569 / 1.30 / 0.482
4_1_cts: 0.000877 / 1.22 / 0.488
5_1_grt: 0.000896 / 1.10 / 0.518
6_report: 0.000862 / 1.28 / 0.481
3_5_place_dp: 0.000569 / 1.24 / 0.472
metal layers:
| metal | vias up | part of all wire [%] |
|---|---|---|
| met5 | - | 0 |
| met4 | 0 | 0.56 |
| met3 | 3 | 3.4 |
| met2 | 8 | 43 |
| met1 | 572 | 53 |
| li1 | 643 | - |
Power figures rest on the tool's default switching activity, not on a simulated workload.
