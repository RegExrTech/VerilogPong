**./constraint.sdc**
```tcl
current_design debounce

set clk_period 1.4
set clk_io_pct 0.2

create_clock -name clk0 -period $clk_period [get_ports {clk}]

set non_clock_inputs [all_inputs -no_clocks]
set_input_delay [expr $clk_period * $clk_io_pct] -clock clk0 $non_clock_inputs
set_output_delay [expr $clk_period * $clk_io_pct] -clock clk0 [all_outputs]
```
**./config.mk**
```make
export PLATFORM = sky130hd
export DESIGN_NAME = debounce
export DESIGN_NICKNAME = debounce
export VERILOG_FILES = /design/flow/design.v
export SDC_FILE = /design/flow/constraint.sdc
export NUM_CORES = 4
export LEC_CHECK = 1
export CORE_AREA = 10 10 70 70
export DIE_AREA = 0 0 80 80
export SYNTH_HDL_FRONTEND = slang
```
**./design.v**
```verilog
`timescale 1ns / 1ps
module debounce(clk, noisy, clean);
   input clk, noisy;
   output clean;
   parameter NDELAY = 20;
   parameter NBITS = 5;
   reg [NBITS-1:0] count;
   reg xnew, clean;
   always @(posedge clk)
     if (noisy != xnew) begin xnew <= noisy; count <= 0; end
     else if (count == NDELAY) clean <= xnew;
     else count <= count+1;
endmodule
```
**./run.sh**
```bash
#!/bin/bash
# OpenROAD 26Q1-2900-gdf79404cd8, Yosys 0.63+post, stock flow scripts
make -C /OpenROAD-flow-scripts/flow DESIGN_CONFIG=/design/flow/config.mk WORK_HOME=/design/flow/orfs finish
```
==> results_dict.tcl <==
# implementation run metrics
set metrics [dict create \
    status "finished, final reports clean" \
    crit_start "clean" \
    grt_first_pass_wirelength_um 745 \
    cts_root_buf "clkbuf_4" \
    hold_viol_final 0 \
    grt_max_degree 6 \
    hold_start "xnew" \
    grt_pass1_vias 193 \
    ys_sh_aoi_pct 1.71 \
    slowest_stage "clkdlybuf4s50_1" \
    drive_above_1_share_pct 14.7 \
    die_w_um 80 \
    finClkSkew_ns 0.00457 \
    worstMarginPinSlew_ns 0.306 \
    grt_antenna_before_repair 0 \
    place_congestion 0.703 \
    diodes 0 \
    p_clk_share_pct 34.0 \
    slowest_delay_ns 0.46 \
    core_sq_mm 0.00342 \
    ys_sh_xor_pct 15.0 \
    ys_area_sq_um 293 \
    clkLatencyLatePin_ns 0.25 \
    hold_buffers 0 \
    end_kind "primary output" \
    post_cts_buffers 0 \
    dieArea_sq_mm 0.00640 \
    reg2reg_from "count[0]" \
    ios 3 \
    num_vias 196 \
    worst-path-max-fanout 1 \
    cts_sinks 7 \
    place_area_sq_um 385 \
    numPortBuffers 2 \
    drc 0 \
    grt_overflow 0 \
    row_count 21 \
    rsz0062_at_grt "no" \
    ys_seq_share_pct 54.7 \
    wl_per_cell_um 5.40 \
    min_path_type "flop to flop" \
    max-vdd-ir-drop_mv 0.176 \
    yosysWarnings 0 \
    required_ns 1.12 \
    fp-utilization_pct 8.57 \
    arrival_ns 1.02 \
    power_switching_uw 133 \
    setup.worst_path.class "flop to primary output" \
    synth_cell_types 12 \
    adder_share_pct 8.55 \
    logic_family "XOR/XNOR gates" \
    hpwl_um 329 \
    design_area_sq_um 412 \
    grt_util_all_layers_pct 1.35 \
    syn2layout_area_growth_pct 40.6 \
    critical_path.cell_chain "clkdlybuf4s50_1" \
    cpLargestDelayFamily "buffers and inverters" \
    cts_buffers 3 \
    setup_violations 0 \
    fmax_mhz 771 \
    drtAntennaViolNets 0 \
    warnings 26 \
    syn_area_per_cell_sq_um 11.3 \
    h-tree-depth 1 \
    power_frac_seq_pct 50.0 \
    first_iter_violations 2 \
    slew_viol_final 0 \
    comb_power_share_pct 16.0 \
    internal-power_uw 392 \
    ctsResizeCount 0 \
    min_period_ns 1.30 \
    synth.cell_area_sq_um 293 \
    ys.flops 7 \
    die_h_um 80 \
    simple_gate_area_share_pct 14.1 \
    instances_no_fill 80 \
    mux_share_pct 3.42 \
    hold_ws_ns 0.486 \
    critPathLaunchType "flop" \
    period_used_pct 92.6 \
    synthCells 26 \
    firstDrtPassIters 2 \
    path_buffers 1 \
    drt_wl_total_um 432 \
    clock_path_buffers 2 \
    ys_cells 26 \
    p_sw_share_pct 25.4 \
    tns_ns 0 \
    cap_violations 0 \
    clkTransAtPathRegs_ns 0.05 \
    cts_tree "done" \
    slew_headroom_pct 79.5 \
    vias_per_cell 2.45 \
    power_density_mw_per_mm2 1280 \
    dp_cells 76 \
    leakage_nw 0.151 \
]
[cell usage after synthesis (all sizes together)]
| library cell | instances | area [sq um] |
|---|---|---|
| dfxtp | 5 | 100 |
| edfxtp | 2 | 60.1 |
| xor2 | 3 | 26.3 |
| nand3 | 2 | 10.0 |
| a21oi | 1 | 5.00 |
| inv | 2 | 7.51 |
| nand4b | 1 | 8.76 |
| nor3b | 1 | 7.51 |
| mux2i | 1 | 10.0 |
| nor2 | 4 | 15.0 |
| ha | 2 | 25.0 |
| xnor2 | 2 | 17.5 |
[layer usage]
metal	part of all wire [%]	vias to the layer above	track usage, %
li1	-	102	-
met1	45	91	1.48
met2	43	3	2.09
met3	12	0	0.795
met4	0	0	0.528
met5	0	-	0
[state kept, by name, indices dropped and copies added, names as in the netlist]
register	count
count	5
clean	1
xnew	1
[cell usage in the layout (no fill, tap or decap), types with 2 or more instances in the layout]
cell type        count
clkbuf_4             3
clkdlybuf4s50_1      2
dfxtp_1              5
buf_4                2
inv_1                2
xnor2_1              2
nor2_1               4
xor2_1               3
ha_1                 2
edfxtp_1             2
nand3_1              2
[worst paths after layout]
kind | to | slack, ns | cells after the start
setup / recovery | clean | 0.10 | 1
hold / removal | clean | 0.49 | 0
hold reg to reg | clean | 0.49 | 0
setup reg to reg | clean | 0.12 | 4
[power by group through the flow]
stage,combinational (mW),clock (mW),sequential (mW)
CTS,0.0851,0.190,0.262
global route,0.105,0.200,0.266
finish,0.0839,0.179,0.262
[logic make-up after synthesis]
group | count (synthesis)
flops | 7
compound gates | 1
simple gates | 8
xor+xnor | 5
buf+inv | 2
mux | 1
fa+ha+maj | 2
[stage by stage]
stage	worst slack (ns)	utilization [%]	total power [mW]
finish	0.103	12.1	0.525
global route	0.00841	12.1	0.570
CTS	0.0822	12.1	0.537
detailed placement	-0.00674	11.3	0.351
global placement	-0.0161	11.3	0.344
floorplan	0.265	-	0.319
[cell type report]
cell class	count	area, sq um
inverters	2	7.51
clock buffers	4	26.3
fillers	390	3000
well taps	46	57.6
repair buffers	4	35.0
multi-input cells	17	125
flip-flops and latches	7	160
Power figures rest on the tool's default switching activity, not on a simulated workload.
